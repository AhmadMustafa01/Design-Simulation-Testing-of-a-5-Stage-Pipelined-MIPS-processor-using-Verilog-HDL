--- flow/config.mk ---
export PLATFORM = sky130hd
export DESIGN_NAME = ID_EX
export DESIGN_NICKNAME = ID_EX
export VERILOG_FILES = /design/flow/design.v
export SDC_FILE = /design/flow/constraint.sdc
export NUM_CORES = 4
export LEC_CHECK = 1
export CORE_AREA = 10 10 185 185
export DIE_AREA = 0 0 195 195
--- flow/constraint.sdc ---
current_design ID_EX

set clk_period 1.0
set clk_io_pct 0.2

create_clock -name clk0 -period $clk_period [get_ports {clk}]

set non_clock_inputs [all_inputs -no_clocks]
set_input_delay [expr $clk_period * $clk_io_pct] -clock clk0 $non_clock_inputs
set_output_delay [expr $clk_period * $clk_io_pct] -clock clk0 [all_outputs]
--- flow/run.sh ---
#!/bin/bash
# OpenROAD 26Q1-2900-gdf79404cd8, Yosys 0.63+post, stock flow scripts
make -C /OpenROAD-flow-scripts/flow DESIGN_CONFIG=/design/flow/config.mk WORK_HOME=/design/flow/orfs finish
--- flow/design.v ---
`timescale 1ns / 1ps
module ID_EX(
  input clk,
  input [4:0] rsInput,
  input [4:0] rtInput,
  input [4:0] rdInput,
  input [31:0] immInput,
  input [31:0] signExtInput,
  input [31:0] branchTargetInput,
  input [31:0] aluSrcInput,
  input jumpInput,
  input beqInput,
  input memToRegInput,
  input memWriteInput,
  input [2:0] aluOpInput,
  input regWriteInput,
  input regDestInput,
  output reg [4:0] rsOutput,
  output reg [4:0] rtOutput,
  output reg [4:0] rdOutput,
  output reg [31:0] immOutput,
  output reg [31:0] signExtOutput,
  output reg [31:0] branchTargetOutput,
  output reg [31:0] aluSrcOutput,
  output reg jumpOutput,
  output reg beqOutput,
  output reg memToRegOutput,
  output reg memWriteOutput,
  output reg [2:0] aluOpOutput,
  output reg regWriteOutput,
  output reg regDestOutput
);
  always @(posedge clk) begin
    rsOutput = rsInput;
    rtOutput = rtInput;
    rdOutput = rdInput;
    immOutput = immInput;
    signExtOutput = signExtInput;
    branchTargetOutput = branchTargetInput;
    aluSrcOutput = aluSrcInput;
    jumpOutput = jumpInput;
    beqOutput = beqInput;
    memToRegOutput = memToRegInput;
    memWriteOutput = memWriteInput;
    aluOpOutput = aluOpInput;
    regWriteOutput = regWriteInput;
    regDestOutput = regDestInput;
  end
endmodule
==> notes.md <==
From the run reports.

- Walking the worst path, the cells encountered are buf_2.
- The last weighted congestion value of the routability-driven placer is 0.756.
- The total via count in the routed design is 2305.
- The required time reported for the critical path endpoint is 0.80 ns.
- Dividing the detail-routed via count by the number of cells gives 2.61.
- The die covers 38000 um2.
- The smallest setup slack after layout reads -0.0755 ns.
- The all-layer global routing usage reads 0.0582.
- The average routed wire per standard cell reads 12.9 um.
- The type recorded for the worst min-delay path is in -> reg.
- The routed design has 11400 um of wire.
- The number of global-route vias before repair is 2505.
- The total number of placement rows is 64.
- The sink count of the clock tree is 152.
- The met2 routing resource usage after global routing reads 0.0901.
- Setup repair after global routing could not meet its margin everywhere.
- The layout overhead on the synthesized area reads 114%.
- The post-synthesis sequential element count reads 152.
- The clock-pin slew on the worst setup and hold paths reads 0.06 ns.
- In this run the power density over the cells is 2190 nW/um2.
- The instance count of the mapped netlist is 152.
- The area taken by multi-input combinational cells is reported as 0 um2.
- Looking at the critical path, the highest net fanout was 1.
- The first global-routing pass estimated 16900 um of wire.
- The launch point of the critical path was reported as signExtOutput[13].
- The final number of max-transition violations reads 0.
- The flow ran to the end, but the final reports show violations.
- The layout summary lists the proportion of cells stronger than drive strength 1 as 0.423.
- The total setup buffers inserted after CTS reads 0.
- The element type at the critical path start is a flop.
- The largest incremental delay on the critical path reads 0.33 ns.
- The final reports fail on negative setup slack.
- The number of cells reported by Yosys stat comes to 152.
- The number of buffers added by the clock tree synthesis step reads 17.
- Pin placement for this block handled 305 I/O pins.
- The final setup TNS is -4.60 ns.
- The synthesized cell area is 3040 um2.
- The fraction of met3 tracks used by global routing is 0.0383.
- The tree is rooted in a sky130_fd_sc_hd__clkbuf_16.
- The critical-path cell with the highest stage delay reads sky130_fd_sc_hd__dfxtp_2.
- The remaining antenna violation count after routing is 0.
- The end point of the critical path is signExtOutput[13].
- The tool warning count for the run is 27.
- The initial utilization of the core area, before any placement, comes to 0.100.
- The final critical-path share of the clock period reads 1.08.
- For this run, the chip area from Yosys synthesis comes to 3040 um2.
- The H-tree was split into 4 levels.
- The global router reports that the layer with the highest usage is met2.
- The residual DRC count is 0.
- Overall power consumption after layout is estimated at 14.3 mW.
- The die outline width reads 195 um.
- The count of warnings emitted by yosys is 1.
- Counting both buffers and inverters, the worst setup path holds a total of 1.
- The number of antenna violations at the first check in global routing was 0.
- The worst-case clock buffer depth is 2.
- The die is 195 um tall.
- The distinct cell type count after synthesis is 1.
- The iteration-0 DRC count of the detailed router reads 27.
- Routing resource usage on met1 recorded by global route was 0.0651.
- The peak supply drop reads 0.000988 V.
- The leakage power summed over all cells is 2.79 nW.
- The largest net degree at the start of global routing reads 17.
- The number of hold buffers added after CTS is 0.
- The worst slew slack as a fraction of its limit reads 0.867.
- The number of cells on the critical path reads 1.
- In the hold timing report, the worst path depth is 1.
- In this design, the largest share of critical-path delay is due to flip-flops.
- The slew of the pin with the lowest slew margin reads 0.200 ns.
- The final critical-path required period is 1.08 ns.
- The setup path with the least slack is of type reg -> out.
- The area of the core is 30400 um2.
- Summed over all layers, the global routing overflow is 0.
- The final-report hold violation count reads 0.
- The portion of the post-synthesis area used by sequential elements reads 1.00.
- The data arrival time at the worst-slack endpoint reads 0.88 ns.
- Setup violations remaining at the end of the flow were counted as 152.
- The synthesized area per cell reads 20.0 um2.
- The half-perimeter wire length after placement is 9180 um.
- The placement report lists the number of port buffers as 304.
- The highest clock rate this design can be run at is 0.930 GHz.
- The max-capacitance violation count reads 0.
- The category of the worst setup path capture point reads an output port.
- TritonCTS built the clock tree.
- The total iterations of the first detailed-routing run is 3.
- According to the cell report, the number of logic gates is 0.
- The number of inserted diodes is 0.
layout by cell type, fill, tap and decap left out:
cell / n
sky130_fd_sc_hd__bufinv_16: 4
sky130_fd_sc_hd__inv_8: 1
sky130_fd_sc_hd__dfxtp_2: 23
sky130_fd_sc_hd__clkbuf_16: 17
sky130_fd_sc_hd__clkbuf_8: 2
sky130_fd_sc_hd__buf_6: 5
sky130_fd_sc_hd__clkinv_4: 2
sky130_fd_sc_hd__inv_6: 2
sky130_fd_sc_hd__clkdlybuf4s50_1: 152
sky130_fd_sc_hd__buf_2: 147
sky130_fd_sc_hd__dfxtp_1: 129
sky130_fd_sc_hd__clkinvlp_4: 3
power by group:
part           leakage, nW  switching [mW]  internal, mW
Sequential            1.28          0.0649          6.39
Combinational         1.20           0.144         0.719
Clock                0.304            2.62          4.33
layout make-up:
class	instances	area, um2
fill	3291	23900
sequential	152	3070
timing repair buffer	304	2310
tap	396	495
clock buffer	19	453
clock inverter	12	189
layer usage:
layer / wire length, um / vias to the layer above
met1: 4180 / 1004
met2: 5230 / 169
li1: - / 1119
met4: 323 / 0
met3: 1670 / 13
met5: 0 / -
registers in the layout (all words and copies together), names as in the netlist, 3 cells and up:
signal,count
aluSrcOutput,32
branchTargetOutput,32
immOutput,32
signExtOutput,32
rdOutput,5
rsOutput,5
rtOutput,5
aluOpOutput,3
through the flow:
| step | std cells | setup slack, ns | hold WS, ns | utilization | cell area, um2 |
|---|---|---|---|---|---|
| after floorplan | 152 | 0.538 | 0.228 | - | 3040 |
| after global placement | 852 | -0.0708 | 0.649 | 0.216 | 6580 |
| after detailed placement | 852 | -0.0740 | 0.652 | 0.216 | 6580 |
| after CTS | 883 | -0.127 | 0.157 | 0.213 | 6490 |
| after global routing | 883 | -0.131 | 0.162 | 0.214 | 6520 |
| final | 883 | -0.0755 | 0.195 | 0.214 | 6520 |
cell usage after synthesis, drive strengths merged:
library cell	count	area [um2]
dfxtp	152	3040
worst min path at each step:
stage	slack (ns)	end	start
finish	0.19	immOutput[23]	immInput[23]
CTS	0.16	branchTargetOutput[27]	branchTargetInput[27]
global route	0.16	rdOutput[4]	rdInput[4]
cell families after synthesis:
kind of cell / synth area share
flops: 1.00
timing repair:
item / in CTS / in global routing
resized: 493 / 17
pin swaps: 0 / 0
setup endpoints to repair: 152 / 152
No activity file was given, so power comes from the tool's default toggle rates.
