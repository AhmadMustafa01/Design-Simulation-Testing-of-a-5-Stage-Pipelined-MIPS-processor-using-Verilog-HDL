<file path="./design.v">
`timescale 1ns / 1ps
module EX_MEM(
  input clk,
  input [4:0] inOpcode,
  input [31:0] inData1,
  input [31:0] inData2,
  input [31:0] inData3,
  input inData4,
  input [1:0] inData5,
  input [1:0] inData6,
  output reg [31:0] outOpcode,
  output reg [31:0] outData1,
  output reg [31:0] outData2,
  output reg [31:0] outData3,
  output reg outData4,
  output reg [1:0] outData5,
  output reg [1:0] outData6
);
  always @(posedge clk) begin
    outOpcode <= inOpcode;
    outData1 <= inData1;
    outData2 <= inData2;
    outData3 <= inData3;
    outData4 <= inData4;
    outData5 <= inData5;
    outData6 <= inData6;
  end
endmodule
</file>
<file path="./run.sh">
#!/bin/bash
# OpenROAD 26Q1-2900-gdf79404cd8, Yosys 0.63+post, stock flow scripts
make -C /OpenROAD-flow-scripts/flow DESIGN_CONFIG=/design/flow/config.mk WORK_HOME=/design/flow/orfs finish
</file>
<file path="./config.mk">
export PLATFORM = sky130hd
export DESIGN_NAME = EX_MEM
export DESIGN_NICKNAME = EX_MEM
export VERILOG_FILES = /design/flow/design.v
export SDC_FILE = /design/flow/constraint.sdc
export NUM_CORES = 4
export LEC_CHECK = 1
export CORE_AREA = 10 10 137 137
export DIE_AREA = 0 0 147 147
</file>
<file path="./constraint.sdc">
current_design EX_MEM

set clk_period 1.0
set clk_io_pct 0.2

create_clock -name clk0 -period $clk_period [get_ports {clk}]

set non_clock_inputs [all_inputs -no_clocks]
set_input_delay [expr $clk_period * $clk_io_pct] -clock clk0 $non_clock_inputs
set_output_delay [expr $clk_period * $clk_io_pct] -clock clk0 [all_outputs]
</file>
==> reports/metrics.csv <==
stage,metric,value,unit
die,chipArea,21600,µm²
grt,antenna_found_initial,0,
setup_path,crit_path_end_kind,output pin,
setup_path,cp_slowest_cell,dfxtp_2,
clocking,cts_tree,built,
die,die_w,147,µm
place,dpl.hpwl,7.51,mm
timing,setup_viol,0,
die,pin_count,240,
timing,fin_crit,973,ps
pwr,p_int,7.30,mW
pwr,p_sw,1.68,mW
synth,yosys-stat-area,2330,µm²
drt,wirelength,8.73,mm
setup_path,crit_start,outData3[0],
clocking,numCtsBuffers,9,
cells_and_area,most-common-layout-cells,"106 x clkdlybuf4s50_1, 102 x buf_2, 93 x dfxtp_1",
run,maxCapViolCount,0,
synth,ys_ff,106,
setup_path,critical-path-top-delay-family,flip-flops,
pwr,clkPwrFrac,42.9,%
drt,first_iter_violations,43,
grt,grt_usage,7.63,%
synth,ys_types,3,
pwr,power.switching_fraction,18.7,%
synth,netlist_area,2330,µm²
place,place_congestion,0.732,
cells_and_area,drive_gt1_share,37.4,%
clocking,root_buffer,clkbuf_16,
setup_path,critPathArrivalTime,770,ps
grt,grt_pass1_wl,12.3,mm
synth,avgSynthCellArea,17.4,µm²
drt,wire_per_inst,15.1,µm
drt,vias,1660,
clocking,cts_sinks,106,
pwr,p_seq_share,50.1,%
clocking,cts_setup_buffers,0,
run,warnings,27,
hold_path,hold_class,in2reg,
grt,busiest_layer,met2,
die,chipHeight,147,µm
run_status,status,finished clean,
drt,first_pass_iters,4,
cells_and_area,synthToLayoutAreaGrowth,91.7,%
synth,ys_seq_share,91.1,%
drt,via_per_inst,2.88,
pwr,p_per_area,2010,nW/µm²
setup_path,cp.required,800,ps
grt,grt_pass1_vias,1830,
grt,met2_usage,13.1,%
cells_and_area,stdcell_area,4460,µm²
pwr,leakage,1.98,nW
grt,grt-ovfl-total,0,
drt,drc,0,
cells_and_area,final_common_cell,clkdlybuf4s50_1,
grt,use_met3,4.15,%
setup_path,critPathMaxStageDelay,320,ps
timing,post-route-period-util,97.3,%
synth,synthCells,134,
drt,ant_nets,0,
setup_path,crit_chain,buf_6,
grt,grt_max_degree,18,
clocking,path_clk_slew,70,ps
setup_path,worst-setup-path-type,reg2out,
setup_path,worst-path-max-fanout,1,
synth,ys_warn_count,1,
clocking,ctsHoldBuffers,0,
grt,grt_util_met1,8.11,%
clocking,htree_levels,3,
pwr,ir_drop,0.923,mV
hold_path,holdCritStartpoint,inData1[29],
die,initial_core_util,14.7,%
timing,hold_viol,0,
die,rows,46,
place,io_buffers,212,
place,place_area,4620,µm²
synth,ys_cells,134,
setup_path,cp_num_buf_inv,1,
timing,hold_slack,288,ps
timing,max_clock_freq,1030,MHz
die,design.core.area,15800,µm²
timing,rsz0062_at_grt,yes,
timing,finalMaxSlewViolations,0,
clocking,cts.path.max_buffers,2,
pwr,combPwrFrac,7.0,%
drt,antennaDiodeCount,0,
setup_path,startpoint_type,flop,
==> kinds of logic after synthesis <==
family	Yosys count	share of synthesized area, %
other	1	0.161
DFF	106	91.1
buffers and inverters	27	8.70
==> repair_timing <==
| action | CTS | global route |
|---|---|---|
| endpoints found under the setup margin | 106 | 17 |
| endpoints found under the hold margin | 0 | 0 |
| gates resized | 353 | 6 |
==> through the flow <==
| stage | setup TNS, ps | std cells | total power [mW] | setup WS (ps) | utilization [%] |
|---|---|---|---|---|---|
| 2_1_floorplan | 0 | 160 | 4.61 | 538 | - |
| 3_3_place_gp | -312 | 561 | 5.45 | -59.7 | 29.2 |
| 3_5_place_dp | -281 | 561 | 5.45 | -54.7 | 29.2 |
| 4_1_cts | -24.7 | 577 | 9.19 | -8.85 | 28.1 |
| 5_1_grt | -169 | 577 | 9.41 | -25.3 | 28.2 |
| 6_report | 0 | 577 | 8.98 | 27.3 | 28.2 |
==> worst paths after layout <==
check | endpoint | cells after the start
hold / removal | outData1[29] | 1
setup / recovery | outData3[0] | 1
==> synthesized netlist by cell type <==
cell / n / area share (%)
conb_1: 1 / 0.16
buf_4: 27 / 8.7
dfxtp_1: 106 / 91
==> sequential cells by signal (all words and copies together), names as in the netlist <==
| register | flops |
|---|---|
| outData6 | 2 |
| outOpcode | 5 |
| outData2 | 32 |
| outData1 | 32 |
| outData5 | 2 |
| outData3 | 32 |
| outData4 | 1 |
==> routing by layer <==
layer	up-vias	part of all wire [%]
li1	795	-
met1	715	35
met2	137	50
met3	13	12
met4	0	2.6
met5	-	0
==> power by group through the flow <==
stage / Sequential [mW] / Clock (mW) / Combinational [mW]
4_1_cts: 4.50 / 4.04 / 0.650
5_1_grt: 4.52 / 4.20 / 0.689
6_report: 4.50 / 3.86 / 0.627
==> final cells by class <==
cell class,instances,area (µm²)
fillers,1635,11400
flip-flops and latches,106,2140
well taps,216,270
clock buffers,11,253
multi-input cells,27,101
repair buffers,212,1620
clock inverters,5,85.1
No activity file was given, so power comes from the tool's default toggle rates.
