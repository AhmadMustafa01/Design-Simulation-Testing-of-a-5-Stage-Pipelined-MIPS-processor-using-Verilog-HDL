==> design/flow/design.v <==
`timescale 1ns / 1ps
module ALU(
input [31:0]data1,
input [31:0]data2,
input [2:0]sel,
output reg [31:0]out,
output reg zeroFG );
always @(*) begin
case(sel)
3'b000 : out=data1+data2;
3'b001 : out=data1-data2;
3'b010 : out=data1*data2;
3'b011 : out=data1&data2;
3'b100 : out=data1|data2;
3'b101 : out=~data1;
3'b110 : out=data1<<1;
3'b111 : out=data1>>1;
endcase
end
always @(*)
begin
if(out===31'b00000000000000000000000000000000)
begin 
zeroFG=1;
end 
if(out!=32'b00000000000000000000000000000000)
begin
zeroFG=0;
end
end    
endmodule
==> design/flow/run.sh <==
#!/bin/bash
# OpenROAD 26Q1-2900-gdf79404cd8, Yosys 0.63+post, stock flow scripts
make -C /OpenROAD-flow-scripts/flow DESIGN_CONFIG=/design/flow/config.mk WORK_HOME=/design/flow/orfs finish
==> design/flow/config.mk <==
export PLATFORM = sky130hd
export DESIGN_NAME = ALU
export DESIGN_NICKNAME = ALU
export VERILOG_FILES = /design/flow/design.v
export SDC_FILE = /design/flow/constraint.sdc
export NUM_CORES = 4
export LEC_CHECK = 1
export CORE_UTILIZATION = 50
==> design/flow/constraint.sdc <==
current_design ALU

set clk_period 28.2
set clk_io_pct 0.2

create_clock -name clk0 -period $clk_period

set non_clock_inputs [all_inputs -no_clocks]
set_input_delay [expr $clk_period * $clk_io_pct] -clock clk0 $non_clock_inputs
set_output_delay [expr $clk_period * $clk_io_pct] -clock clk0 [all_outputs]
==> impl_table.tex <==
% Yosys + OpenROAD metrics
\begin{tabular}{lr}
\hline
Metric & Value \\
\hline
\multicolumn{2}{l}{\textbf{Cells and area}} \\
Number of sequential cells & 0 \\
Signed area change from the synthesized netlist to the final layout & 7.04\% \\
Ratio of cells with drive above 1 in the final layout & 0.0329 \\
Utilization of the core after routing & 0.545 \\
Clock buf count & 0 \\
Seq. cell area & 0 µm² \\
Total of fill cells in the finished design & 3665 \\
Footprint of the multi-input gates & 18200 µm² \\
\multicolumn{2}{l}{\textbf{Die}} \\
Fraction of the core area occupied by cells at floorplan & 0.509 \\
Placeable core region & 39900 µm² \\
Standard-cell rows & 73 \\
Overall die height & 204 µm \\
Die footprint & 41500 µm² \\
I/O pins & 100 \\
Die x size & 204 µm \\
\multicolumn{2}{l}{\textbf{Worst hold path}} \\
WHS Path Cells & 4 \\
Class of the tightest hold or removal check & in -> out \\
Worst hold path startpoint & sel[0] \\
Capture endpoint of the worst hold path & out[4] \\
\multicolumn{2}{l}{\textbf{Routing}} \\
Starting DRT DRC Count & 1119 \\
Routed vias/inst & 5.73 \\
Total antenna diodes in the routed design & 0 \\
DRC violations left & 0 \\
Routed WL per cell & 21.9 µm \\
Detailed Routing Iterations Pass 1 & 5 \\
Antenna viol nets, final & 0 \\
Aggregate routed wire length & 65400 µm \\
Vias & 17.1k \\
\multicolumn{2}{l}{\textbf{Setup path}} \\
Worst path required time & 22.56 ns \\
Critical path's most frequent cell & sky130\_fd\_sc\_hd\_\_fa\_1 \\
Worst path cell trace & clkdlybuf4s50\_1, buf\_4, and2\_1, fa\_1, fa\_1, inv\_1, fa\_1, inv\_1, ha\_1, fa\_1, fa\_1, fa\_1, fa\_1, ha\_1, a21oi\_1, o21bai\_1, a21o\_1, o41ai\_1, xnor2\_1, a2111oi\_0, a21oi\_1, nand4b\_1, and4bb\_1, clkdlybuf4s50\_1 \\
Critical Path Slowest Stage Cell & sky130\_fd\_sc\_hd\_\_clkdlybuf4s50\_1 \\
Highest fanout seen on the critical path & 24 \\
Number of buffers and inverters on the critical path & 5 \\
Kind of critical path & in -> out \\
Stages on the worst setup path & 24 \\
Worst setup EP type & primary output \\
Stage delay of the slowest cell on the critical path & 0.88 ns \\
Type of element launching the critical path & primary input \\
CP Data Arrival Time & 14.52 ns \\
Top cell family by delay on the critical path & adder cells \\
\multicolumn{2}{l}{\textbf{Timing}} \\
Sum of negative setup slack & 0 ns \\
Final number of max-transition violations & 0 \\
Setup repair after global routing missed its margin & false \\
Final number of hold-violating endpoints & 0 \\
Max Freq & 49.6 MHz \\
Final setup viols & 0 \\
Worst slew margin relative to its limit & 0.379 \\
Period Utilization, post-route & 0.715 \\
Shortest clock period the worst path allows after layout & 20.16 ns \\
Worst-Margin Slew & 0.928 ns \\
\multicolumn{2}{l}{\textbf{Global routing}} \\
GRT Resource Usage Total & 0.358 \\
Gr ovfl total & 0 \\
Global-route wire length before repair & 105000 µm \\
Maximum number of pins on one net before global-route repair & 55 \\
Number of antenna violations at the first check in global routing & 1 \\
Number of global-route vias before repair & 18.2k \\
\multicolumn{2}{l}{\textbf{Status}} \\
Outcome & finished, final reports clean \\
\multicolumn{2}{l}{\textbf{Run}} \\
Count of maximum capacitance violations & 0 \\
Total tool warning count & 34 \\
\multicolumn{2}{l}{\textbf{Synthesis}} \\
Yosys Chip Area & 20300 µm² \\
Sequential area share after synthesis & 0 \\
Number of cells produced by synthesis & 2475 \\
Number of warnings issued by yosys & 1 \\
Post-synth cell types & 78 \\
Yosys cell count & 2475 \\
Mean area per synthesized cell & 8.21 µm² \\
Post-Syn Area & 20300 µm² \\
\multicolumn{2}{l}{\textbf{Place}} \\
Count of input and output buffers & 100 \\
HPWL reported at the end of detailed placement & 49600 µm \\
RePlAce Congestion & 0.954 \\
\multicolumn{2}{l}{\textbf{Clock network}} \\
Resized Gates After CTS & 0 \\
Hold\_buf cts & 0 \\
Post-CTS Setup Bufs & 0 \\
\hline
\end{tabular}
==> area by class of cell <==
cell class                 instances  area share
multi-input combinational       1913       0.836
tap                              525      0.0302
inverter                         392      0.0676
timing repair buffer             159      0.0657
==> worst max-delay path by stage <==
stage / start / end / slack [ns]
after CTS: data1[1] / zeroFG / 8.09
after global routing: data1[3] / zeroFG / 7.73
final: data1[1] / zeroFG / 8.04
==> tightest hold or removal path, stage by stage <==
cell                              delay, ns
sky130_fd_sc_hd__buf_2                 0.25
sky130_fd_sc_hd__mux2i_1               0.21
sky130_fd_sc_hd__mux2i_1               0.16
sky130_fd_sc_hd__clkdlybuf4s50_1       0.43
==> kinds of logic (layout without fill, tap and decap cells) <==
group / Yosys count / after routing / synth area share
compound gates: 369 / 369 / 0.118
simple gates: 817 / 817 / 0.206
buf+inv: 562 / 551 / 0.105
mux: 28 / 28 / 0.0140
fa+ha+maj: 566 / 566 / 0.500
xor+xnor: 133 / 133 / 0.0573
==> routing by layer <==
layer	share of wire	track usage	vias to the layer above
li1	-	-	7750
met1	0.42	0.537	8367
met2	0.43	0.513	894
met5	0	0	-
met4	0.041	0.115	0
met3	0.11	0.122	125
==> synthesized netlist by cell type (10+ instances only) <==
cell type	n	share of area
sky130_fd_sc_hd__nor2_1	82	0.015
sky130_fd_sc_hd__clkbuf_1	149	0.028
sky130_fd_sc_hd__buf_1	10	0.0018
sky130_fd_sc_hd__nand2_1	295	0.054
sky130_fd_sc_hd__mux2i_1	25	0.012
sky130_fd_sc_hd__and2_1	312	0.096
sky130_fd_sc_hd__nor3_1	27	0.0066
sky130_fd_sc_hd__o21a_1	13	0.0048
sky130_fd_sc_hd__inv_1	391	0.072
sky130_fd_sc_hd__ha_1	157	0.097
sky130_fd_sc_hd__nor2b_1	11	0.0034
sky130_fd_sc_hd__nand3_1	20	0.0049
sky130_fd_sc_hd__a21o_1	36	0.013
sky130_fd_sc_hd__and3_1	11	0.0034
sky130_fd_sc_hd__o21ai_0	79	0.019
sky130_fd_sc_hd__a31oi_1	13	0.0040
sky130_fd_sc_hd__a22oi_1	12	0.0044
sky130_fd_sc_hd__o21bai_1	11	0.0041
sky130_fd_sc_hd__fa_1	409	0.40
sky130_fd_sc_hd__xnor2_1	94	0.041
sky130_fd_sc_hd__xor2_1	39	0.017
sky130_fd_sc_hd__a21oi_1	100	0.025
==> through the flow <==
step	cell area [µm²]	hold slack, ns	instances	setup slack (ns)
floorplan	20300	11.45	2475	9.79
global placement	21800	12.33	2989	8.10
detailed placement	21800	12.33	2989	8.15
global route	21800	12.42	2989	7.73
CTS	21800	12.34	2989	8.09
finish	21800	12.35	2989	8.04
==> placed cells by master (no fill, tap or decap), types with 11 or more instances in the layout <==
master	netlist	routed
sky130_fd_sc_hd__o21a_1	13	13
sky130_fd_sc_hd__buf_4	2	59
sky130_fd_sc_hd__nand2_1	295	295
sky130_fd_sc_hd__inv_1	391	391
sky130_fd_sc_hd__a31oi_1	13	13
sky130_fd_sc_hd__o21ai_0	79	79
sky130_fd_sc_hd__nor2_1	82	81
sky130_fd_sc_hd__and2_1	312	312
sky130_fd_sc_hd__and3_1	11	11
sky130_fd_sc_hd__a21o_1	36	36
sky130_fd_sc_hd__fa_1	409	409
sky130_fd_sc_hd__a21oi_1	100	100
sky130_fd_sc_hd__ha_1	157	157
sky130_fd_sc_hd__nor3_1	27	26
sky130_fd_sc_hd__a22oi_1	12	12
sky130_fd_sc_hd__clkdlybuf4s50_1	0	97
sky130_fd_sc_hd__nand3_1	20	20
sky130_fd_sc_hd__mux2i_1	25	25
sky130_fd_sc_hd__nor2b_1	11	11
sky130_fd_sc_hd__xnor2_1	94	94
sky130_fd_sc_hd__o21bai_1	11	11
sky130_fd_sc_hd__xor2_1	39	39
